File: ./run.sh
#!/bin/bash
# OpenROAD 26Q1-2900-gdf79404cd8, Yosys 0.63+post, stock flow scripts
make -C /OpenROAD-flow-scripts/flow DESIGN_CONFIG=/design/flow/config.mk WORK_HOME=/design/flow/orfs finish
File: ./config.mk
export PLATFORM = sky130hd
export DESIGN_NAME = mux21
export DESIGN_NICKNAME = mux21
export VERILOG_FILES = /design/flow/design.v
export SDC_FILE = /design/flow/constraint.sdc
export NUM_CORES = 4
export LEC_CHECK = 1
export CORE_AREA = 10 10 77 77
export DIE_AREA = 0 0 87 87
File: ./constraint.sdc
current_design mux21

set clk_period 2.4
set clk_io_pct 0.2

create_clock -name clk0 -period $clk_period

set non_clock_inputs [all_inputs -no_clocks]
set_input_delay [expr $clk_period * $clk_io_pct] -clock clk0 $non_clock_inputs
set_output_delay [expr $clk_period * $clk_io_pct] -clock clk0 [all_outputs]
File: ./design.v
module displayBinary(output reg [6:0] Out0, Out1, Out2, Out3, Out4, Out5, 
					 Out6, Out7, Out8, Out9, Out10, Out11, Out12, Out13,
					input [13:0] inputBinary);
always @(*)begin
	Out0 <= (inputBinary[0] == 1'b0)?(7'b0000001):(7'b1001111);
	Out1 <= (inputBinary[1] == 1'b0)?(7'b0000001):(7'b1001111);
	Out2 <= (inputBinary[2] == 1'b0)?(7'b0000001):(7'b1001111);
	Out3 <= (inputBinary[3] == 1'b0)?(7'b0000001):(7'b1001111);
	Out4 <= (inputBinary[4] == 1'b0)?(7'b0000001):(7'b1001111);
	Out5 <= (inputBinary[5] == 1'b0)?(7'b0000001):(7'b1001111);
	Out6 <= (inputBinary[6] == 1'b0)?(7'b0000001):(7'b1001111);
	Out7 <= (inputBinary[7] == 1'b0)?(7'b0000001):(7'b1001111);
	Out8 <= (inputBinary[8] == 1'b0)?(7'b0000001):(7'b1001111);
	Out9 <= (inputBinary[9] == 1'b0)?(7'b0000001):(7'b1001111);
	Out10 <= (inputBinary[10] == 1'b0)?(7'b0000001):(7'b1001111);
	Out11 <= (inputBinary[11] == 1'b0)?(7'b0000001):(7'b1001111);
	Out12 <= (inputBinary[12] == 1'b0)?(7'b0000001):(7'b1001111);
	Out13 <= (inputBinary[13] == 1'b0)?(7'b0000001):(7'b1001111);
end 
endmodule
module displayHex(output [6:0] Out0, Out1, Out2, Out3, 
					output reg [6:0]Out4, Out5, 
					 Out6, Out7, Out8, Out9, Out10, Out11, Out12, Out13,
					 input [13:0] inputBinary);
reg [3:0] temp0, temp1, temp2, temp3;
wire [6:0] tempOut0, tempOut1, tempOut2, tempOut3;
always @(*)begin
	temp0 <= (inputBinary[0]*1) + (inputBinary[1]*2) +
			(inputBinary[2]*4)+ (inputBinary[3]*8);		
	temp1 <= (inputBinary[4]*1) + (inputBinary[5]*2) +
			(inputBinary[6]*4)+ (inputBinary[7]*8);			
	temp2 <= (inputBinary[8]*1) + (inputBinary[9]*2) +
			(inputBinary[10]*4)+ (inputBinary[11]*8);		
	temp3 <= (inputBinary[12]*1) + (inputBinary[13]*2);	
	Out4 <= 7'b1111111;
	Out5 <= 7'b1111111;
	Out6 <= 7'b1111111;
	Out7 <= 7'b1111111;
	Out8 <= 7'b1111111;
	Out9 <= 7'b1111111;
	Out10 <= 7'b1111111;
	Out11 <= 7'b1111111;
	Out12 <= 7'b1111111;
	Out13 <= 7'b1111111;	
end
setHexValue u1(tempOut0, temp0);
setHexValue u2(tempOut1, temp1);
setHexValue u3(tempOut2, temp2);
setHexValue u4(tempOut3, temp3);
assign Out0 = tempOut0;
assign Out1 = tempOut1;
assign Out2 = tempOut2;
assign Out3 = tempOut3;
endmodule
module mux21( 
output reg [6:0] disp0, disp1, disp2, disp3, disp4, disp5, disp6, disp7,  
				disp8, disp9, disp10, disp11, disp12, disp13,
input [13:0] inputBinary, 
input DispSelect);
wire [6:0]Out0, Out1, Out2, Out3, Out4, Out5, Out6, 
	Out7, Out8, Out9, Out10, Out11, Out12, Out13, 
	Out14, Out15, Out16, Out17, Out18, Out19, Out20, 
	Out21, Out22, Out23, Out24, Out25, Out26, Out27;
displayHex hex(Out0, Out1, Out2, Out3, Out4, Out5, Out6, Out7, Out8, 
			Out9, Out10, Out11, Out12, Out13,inputBinary);
displayBinary binary(Out14, Out15, Out16, Out17, Out18, Out19, Out20, 
			Out21, Out22, Out23, Out24, Out25, Out26, Out27, inputBinary);	
always@ (*)begin
	if (DispSelect == 1'b1)begin 
		disp0 <= Out0;
		disp1 <= Out1;
		disp2 <= Out2;
		disp3 <= Out3;
		disp4 <= Out4;
		disp5 <= Out5;
		disp6 <= Out6;
		disp7 <= Out7;
		disp8 <= Out8;
		disp9 <= Out9;
		disp10 <= Out10;
		disp11 <= Out11;
		disp12 <= Out12;
		disp13 <= Out13;
		end
	else begin 
		disp0 <= Out14;
		disp1 <= Out15;
		disp2 <= Out16;
		disp3 <= Out17;
		disp4 <= Out18;
		disp5 <= Out19;
		disp6 <= Out20;
		disp7 <= Out21;
		disp8 <= Out22;
		disp9 <= Out23;
		disp10 <= Out24;
		disp11 <= Out25;
		disp12 <= Out26;
		disp13 <= Out27;
		end
end
endmodule
module setHexValue (output reg [6:0] display, input [3:0] value);
always @(*)begin 
	case(value)
		0: display  <= 7'b0000001;
		1: display  <= 7'b1001111;
		2: display  <= 7'b0010010;
		3: display  <= 7'b0000110;
		4: display  <= 7'b1001100;
		5: display  <= 7'b0100100;
		6: display  <= 7'b0100000;
		7: display  <= 7'b0001111;
		8: display  <= 7'b0000000;
		9: display  <= 7'b0001100;
		10: display  <= 7'b0001000;
		11: display  <= 7'b1100000;
		12: display  <= 7'b0110001;
		14: display  <= 7'b0110000;
		15: display  <= 7'b0111000;
		default: display <= 7'b1111111;  
		endcase
end
endmodule
==> results.py <==
# Physical implementation metrics
metrics = {
    "outcome": {
        "outcome": "finished, final reports clean",
    },
    "cells_and_area": {
        "stdcell_count": 350,
        "clkbuf_count": 0,
        "n_fill_cell": 406,
        "final_cell_area_um2": 2530,
        "ff_latch_area_um2": 0,
        "syn_to_final_growth_pct": 73.6,
        "layout-drive-gt1-share_pct": 29.9,
        "postLayoutCoreUtil_pct": 58.1,
        "nFlopsAndLatches": 0,
    },
    "placed_design": {
        "portBuffers": 102,
        "pre_cts_slack_ps": -449,
        "place_area_um2": 2400,
        "globalplace.congestion": 0.868,
        "hpwlAfterDp_um": 3940,
        "dp_cells": 347,
    },
    "detailed_routing": {
        "vias_per_cell": 4.47,
        "drtAntennaViolNets": 0,
        "drtPass1Iterations": 4,
        "drc_errors": 0,
        "num_vias": 1564,
        "routed_wl_um": 4670,
        "antenna_cells": 0,
        "drt_iter0_drc": 15,
        "detail_route.wl_per_cell_um": 13.3,
    },
    "grt": {
        "grt_overflow": 0,
        "grt_pass1_vias": 1521,
        "grt-busiest-layer": "met2",
        "grtUsageMet1_pct": 12.4,
        "grt_util_all_layers_pct": 11.0,
        "grt_use_met3_pct": 5.66,
        "globalRouteMet2Util_pct": 19.0,
        "grt_pass1_wl_um": 7130,
        "antenna_found_initial": 0,
        "grt_max_degree": 26,
    },
    "worst_setup_path": {
        "critPathKind": "in -> out",
        "arrival_ps": 1870,
        "critical-path-max-stage-delay_ps": 400,
        "cp.buffers_inverters": 3,
        "cp-startpoint": "inputBinary[0]",
        "crit_fanout": 4,
        "endpoint_kind": "primary output",
        "worstPathCellList": "dlygate4sd2_1, buf_6, ha_4, or3b_1, o221ai_2, a21oi_1, dlygate4sd2_1",
        "path_depth": 7,
        "cp-start-kind": "input port",
        "cpLargestDelayFamily": "buffers and inverters",
        "cpMostUsedCell": "dlygate4sd2_1",
        "crit_required_ps": 1920,
        "slowest_stage": "or3b_1",
        "cp-endpoint": "disp0[6]",
    },
    "final_timing": {
        "fmax_ghz": 0.426,
        "setup_viol": 0,
        "rsz0062_at_grt": "true",
        "holdWs_ps": 1640,
        "fin_crit_ps": 2350,
        "min_period_over_period_pct": 97.8,
        "setup-tns-final_ps": 0,
        "hold_violations": 0,
        "finalMaxSlewViolations": 0,
        "fin_ws_ps": 52.6,
    },
    "floorplan": {
        "die_w_um": 87,
        "core_area_um2": 4350,
        "die.size.y_um": 87,
        "pin_count": 113,
        "fp-utilization_pct": 33.5,
        "dieArea_um2": 7570,
        "rows": 24,
    },
    "logic_synthesis": {
        "netlist_area_um2": 1460,
        "avgSynthCellArea_um2": 7.04,
        "syn_inst": 207,
        "ys_chip_area_um2": 1460,
        "yosys.area.top_type": "buf_4",
        "yosys-top-cells-area": "buf_4 33%, ha_1 15%, nand2_1 5.9%, a21oi_1 4.8%, mux2i_1 4.8%",
        "common_cells": "65 x buf_4, 23 x nand2_1, 18 x ha_1",
        "ys_cells": 207,
        "synth_top_cell_by_count": "buf_4",
        "ys_seq_share_pct": 0,
        "synth_cell_types": 35,
        "top_area_share_pct": 33.5,
        "yosysWarnings": 4,
    },
    "run": {
        "warnings": 48,
        "maxCapViolCount": 0,
    },
    "power": {
        "power.leakage_nw": 1.22,
        "peakVddDrop_v": 0.0000723,
        "total_power_mw": 0.413,
        "power_density_nw_per_um2": 163,
    },
    "hold_path": {
        "hp-class": "in -> out",
    },
    "clock_tree": {
        "cts_hold_buf": 0,
    },
}
## cells by family after synthesis
group / after synthesis / synth area share (%)
AND-OR/OR-AND: 37 / 17.1
buffers and inverters: 82 / 40.4
XOR/XNOR: 1 / 0.601
adder cells (fa/ha/maj): 18 / 15.5
other: 2 / 0.515
multiplexers: 12 / 8.93
AND/OR/NAND/NOR: 55 / 17.0
## worst min-delay path, delay by kind of cell
| family | cells | cell delay, ps |
|---|---|---|
| buffers and inverters | 3 | 540 |
| AND/OR/NAND/NOR | 2 | 130 |
## layer usage
layer,share of wire (%),wire [µm]
met4,0,0
met1,39,1840
met3,14,640
met5,0,0
met2,47,2180
## repair_timing
item	CTS	global route
gates resized	52	13
setup buffers	2	0
endpoints found under the setup margin	63	8
cloned	1	0
pin swaps	6	5
## layout by cell type (no fill, tap or decap), types with 2 or more instances in the layout
| cell type | n |
|---|---|
| o311ai_1 | 2 |
| nor2b_1 | 2 |
| nand3_1 | 3 |
| o21ai_0 | 4 |
| mux2_2 | 3 |
| inv_1 | 2 |
| a21oi_1 | 11 |
| dlygate4sd2_1 | 22 |
| ha_2 | 3 |
| conb_1 | 11 |
| dlymetal6s2s_1 | 4 |
| nand2b_1 | 3 |
| nand2_1 | 23 |
| mux2i_1 | 7 |
| or2_2 | 6 |
| buf_6 | 7 |
| o31ai_1 | 2 |
| mux2_4 | 2 |
| inv_2 | 5 |
| o211ai_1 | 2 |
| a21oi_2 | 3 |
| clkdlybuf4s50_1 | 74 |
| ha_1 | 11 |
| nor3_1 | 2 |
| nor2_1 | 13 |
| ha_4 | 4 |
| buf_4 | 47 |
| clkdlybuf4s15_2 | 2 |
| a311oi_1 | 2 |
## area by class of cell
class / count / area [µm²] / share of cell area (%)
tap: 52 / 65.1 / 2.57
timing repair buffer: 157 / 1440 / 57.0
inverter: 7 / 26.3 / 1.04
multi-input combinational: 134 / 996 / 39.4
## how the worst min path moves through the flow
stage / start / end / depth (start not counted)
5_1_grt: inputBinary[1] / disp1[2] / 6
6_report: DispSelect / disp1[1] / 5
4_1_cts: inputBinary[2] / disp0[0] / 3
## power by group
part | internal (mW) | switching, mW
Sequential | 0 | 0
Combinational | 0.268 | 0.145
Clock | 0 | 0
Total | 0.268 | 0.145
Power figures rest on the tool's default switching activity, not on a simulated workload.
