$ cat run.sh
#!/bin/bash
# OpenROAD 26Q1-2900-gdf79404cd8, Yosys 0.63+post, stock flow scripts
make -C /OpenROAD-flow-scripts/flow DESIGN_CONFIG=/design/flow/config.mk WORK_HOME=/design/flow/orfs finish
$ cat config.mk
export PLATFORM = sky130hd
export DESIGN_NAME = registerArray
export DESIGN_NICKNAME = registerArray
export VERILOG_FILES = /design/flow/design.v
export SDC_FILE = /design/flow/constraint.sdc
export NUM_CORES = 4
export LEC_CHECK = 1
export CORE_UTILIZATION = 30
$ cat constraint.sdc
current_design registerArray

set clk_period 2.0
set clk_io_pct 0.2

create_clock -name clk0 -period $clk_period [get_ports {clk}]

set non_clock_inputs [all_inputs -no_clocks]
set_input_delay [expr $clk_period * $clk_io_pct] -clock clk0 $non_clock_inputs
set_output_delay [expr $clk_period * $clk_io_pct] -clock clk0 [all_outputs]
$ cat design.v
module MUX81 (
    output reg [13:0] dout,
    input [2:0] sel,
    input [13:0] d1, d2, d3, d4, d5, d6, d7, d8,
    input clk);
    always @ (posedge clk) begin
        casez(sel)
            3'b000: dout <= d1;
            3'b001: dout <= d2;
            3'b010: dout <= d3;
            3'b011: dout <= d4;
            3'b100: dout <= d5;
            3'b101: dout <= d6;
            3'b110: dout <= d7;
            3'b111: dout <= d8;
            default: dout <= 14'bz;
        endcase
    end
endmodule
module register(
    output reg [13:0] q,
    input [13:0] R, ALUout,
    input clk, ldR, ldALU, rst);
    always @ (posedge clk) begin
        if (rst == 1'b1) q <= 14'b0;
        else if (ldR == 1'b1) q <= R;
        else if (ldALU == 1'b1) q <= ALUout;
    end
endmodule
module registerArray(
    output [13:0] rout1, rout2, ramOut,
    input [13:0] rin, ALUin,
    input [7:0] ldR, ldALU,
    input [2:0] selrd1, selrd2, selram,
    input clk, rst);
    wire [13:0] rd0, rd1, rd2, rd3, rd4, rd5, rd6, rd7;
    register R0 (rd0, rin, ALUin, clk, ldR[0], ldALU[0], rst);  
    register R1 (rd1, rin, ALUin, clk, ldR[1], ldALU[1], rst);  
    register R2 (rd2, rin, ALUin, clk, ldR[2], ldALU[2], rst);  
    register R3 (rd3, rin, ALUin, clk, ldR[3], ldALU[3], rst);  
    register R4 (rd4, rin, ALUin, clk, ldR[4], ldALU[4], rst);  
    register R5 (rd5, rin, ALUin, clk, ldR[5], ldALU[5], rst);  
    register R6 (rd6, rin, ALUin, clk, ldR[6], ldALU[6], rst);  
    register R7 (rd7, rin, ALUin, clk, ldR[7], ldALU[7], rst);  
    MUX81 M1 (rout1, selrd1, rd0, rd1, rd2, rd3, rd4, rd5, rd6, rd7, clk);
    MUX81 M2 (rout2, selrd2, rd0, rd1, rd2, rd3, rd4, rd5, rd6, rd7, clk);
    MUX81 M3 (ramOut, selram, rd0, rd1, rd2, rd3, rd4, rd5, rd6, rd7, clk);
endmodule
==> results.sh <==
# implementation run metrics
export IMPL_status="finished clean"
export IMPL_tightest_slew_ps=743
export IMPL_via_per_inst=5.33
export IMPL_drive_above_1_share=0.0911
export IMPL_clock_sinks=154
export IMPL_r2r_setup_slack_ps=660
export IMPL_warnings=27
export IMPL_synthTopLogicFamily="AND-OR/OR-AND gates"
export IMPL_fin_crit_ps=1720
export IMPL_core_region_area_mm2=0.0291
export IMPL_dp_cells=1526
export IMPL_max_freq_ghz=0.580
export IMPL_synth_cell_type_count=31
export IMPL_instances_no_fill=1558
export IMPL_finalClockPeriodUsage=0.862
export IMPL_p_leak_nw=4.51
export IMPL_crit_path_top_delay_cell="nor2b_2"
export IMPL_xor_share=0
export IMPL_setup_tns_ps=0
export IMPL_reg2reg_from="R7.q[12]"
export IMPL_yosysSeqAreaShare=0.344
export IMPL_setup_viol=0
export IMPL_crit_chain="clkdlybuf4s50_1, nor2b_2, a22o_1, a32oi_1, a21oi_1"
export IMPL_pre_cts_ws_ps=-154
export IMPL_clk_path_buf_depth=2
export IMPL_ys_cells=1120
export IMPL_fp_util=0.309
export IMPL_ys_chip_area_mm2=0.00897
export IMPL_timing_final_max_slew_violations=0
export IMPL_grt_max_degree=113
export IMPL_power_density_mw_per_mm2=767
export IMPL_final_cell_area_mm2=0.0111
export IMPL_synthCells=1120
export IMPL_cts_buffers_inserted=17
export IMPL_cp_top_family="simple AND/OR/NAND/NOR gates"
export IMPL_peakVddDrop_v=0.000600
export IMPL_met2_usage=0.272
export IMPL_min_to="R2.q[1]"
export IMPL_edf_count=0
export IMPL_grt_pass1_vias=7878
export IMPL_reg2reg_depth=3
export IMPL_grt_busiest_layer="met1"
export IMPL_min_path_type="input port to flop"
export IMPL_flop_cell="dfxtp_1"
export IMPL_grt_pass1_wl_um=47900
export IMPL_finalWirelength_um=30800
export IMPL_synth_warnings=3
export IMPL_n_antenna_cell=0
export IMPL_use_met3=0.0624
export IMPL_io_pins=97
export IMPL_routabilityCongestion=0.966
export IMPL_routedWlPerCell_um=19.8
export IMPL_end_kind="flop"
export IMPL_synthAoiAreaFrac=0.236
export IMPL_cp_max_fo=14
export IMPL_r2r_end="M1.dout[12]"
export IMPL_die_area_mm2=0.0306
export IMPL_drt_iter0_drc=910
export IMPL_insertion_delay_ps=430
export IMPL_fp_dieH_um=175
export IMPL_timing_final_ws_setup_ps=276
export IMPL_syn_area_mm2=0.00897
export IMPL_postRouteAntennaNets=0
export IMPL_simple_gate_area_frac=0.172
export IMPL_post_cts_resized=0
export IMPL_gr_usage_met1=0.339
export IMPL_antenna_found_initial=0
export IMPL_post_dp_cell_area_mm2=0.0105
export IMPL_path_clk_slew_ps=70
export IMPL_first_pass_iters=5
export IMPL_grt_use_total=0.207
export IMPL_hold_path_cell_count=3
export IMPL_ys_ff=154
export IMPL_area_growth_pct=23.2
export IMPL_row_count=62
export IMPL_adder_share=0
export IMPL_cp_required_ps=2350
export IMPL_skew_ps=12.3
export IMPL_portBuffers=96
export IMPL_cts_setup_buffers=0
export IMPL_avgSynthCellArea_um2=8.01
export IMPL_slew_headroom=0.502
export IMPL_max_cap_violations=0
export IMPL_crit_arrival_ps=2070
export IMPL_drc_errors=0
export IMPL_grt_overflow_total=0
export IMPL_slowest_delay_ps=660
export IMPL_vias=8311
export IMPL_dp_hpwl_um=22700
export IMPL_worstSetupPathType="input port to flop"
export IMPL_hold_ws_ps=484
export IMPL_die_w_um=175
export IMPL_crit_buf_inv=1
export IMPL_cts_tree="done"
export IMPL_async_flop_share=0
export IMPL_mux_share=0.165
export IMPL_h_tree_depth=4
export IMPL_cts_hold_buf=0
export IMPL_rsz0062_at_grt="false"
export IMPL_clockRootBuffer="clkbuf_16"
export IMPL_min_from="rst"
export IMPL_startpoint_type="input port"
export IMPL_final_hold_viol_count=0
==> cell usage after synthesis, types with 4 or more instances <==
master,n,area share
nand2b_1,38,0.026
buf_1,13,0.0054
o2bb2ai_1,32,0.031
mux2i_1,143,0.16
nor2_1,300,0.13
a21oi_1,127,0.071
buf_6,12,0.015
a32oi_1,4,0.0039
a22o_1,45,0.044
inv_1,21,0.0088
clkbuf_1,63,0.026
o22a_1,4,0.0039
and2_1,6,0.0042
a22oi_1,7,0.0059
a221oi_1,70,0.068
buf_2,44,0.025
nor2b_4,4,0.0061
nand2_1,5,0.0021
dfxtp_1,154,0.34
==> worst register-to-register path, delay by kind of cell, from the launching register on <==
family	cells	cell delay [ps]
DFF	1	380
muxes	1	330
AOI/OAI and AO/OA	2	530
==> routing by layer <==
layer  part of all wire  vias to the layer above
met5                  0                        -
li1                   -                     4038
met1               0.49                     3842
met2               0.39                      415
met4              0.010                        0
met3               0.11                       16
==> logic make-up after synthesis <==
family / Yosys count
buffers and inverters: 158
AND/OR/NAND/NOR: 363
AND-OR/OR-AND: 298
flip-flops: 154
multiplexers: 147
==> layout by cell type, fill, tap and decap left out, types with 4 or more instances in the layout <==
master	count
nor2_1	300
dfxtp_1	154
a22oi_1	7
buf_12	22
clkbuf_16	17
a22o_1	45
inv_1	21
inv_8	4
buf_4	42
o22a_1	4
a21oi_1	127
a221oi_1	70
nor2b_4	4
clkdlybuf4s50_1	92
and2_1	6
nand2_1	5
mux2i_1	143
o2bb2ai_1	32
a32oi_1	4
nand2b_1	38
==> power breakdown <==
part | switching, W | internal, W | leakage (nW)
Clock | 0.00151 | 0.00178 | 0.286
Sequential | 0.000266 | 0.00331 | 1.28
Combinational | 0.000813 | 0.000813 | 2.95
==> area by class of cell <==
| class | instances | area (um^2) |
|---|---|---|
| fillers | 2902 | 18000 |
| clock inverters | 14 | 156 |
| repair buffers | 159 | 1690 |
| well taps | 384 | 480 |
| inverters | 21 | 78.8 |
| multi-input cells | 808 | 5140 |
| clock buffers | 18 | 429 |
| flip-flops and latches | 154 | 3080 |
==> flip-flops by register name (all words and copies together), names as in the netlist <==
register / flops
R0.q: 14
M1.dout: 14
R6.q: 14
R7.q: 14
M2.dout: 14
R3.q: 14
R2.q: 14
R5.q: 14
R4.q: 14
M3.dout: 14
R1.q: 14
==> worst max-delay path by stage <==
stage | end | slack [ps] | cells past startpoint | startpoint
final | M1.dout[0] | 280 | 5 | selrd1[0]
after global routing | M3.dout[3] | 210 | 8 | selram[0]
after CTS | M3.dout[3] | 300 | 8 | selram[0]
==> through the flow <==
stage | total power, W | utilization
3_3_place_gp | 0.00522 | 0.360
2_1_floorplan | 0.00450 | -
4_1_cts | 0.00852 | 0.380
5_1_grt | 0.00885 | 0.380
6_report | 0.00849 | 0.380
3_5_place_dp | 0.00524 | 0.360
Power and IR drop assume default switching activity.
