==> flow/design.v <==
module ALU (ALU_OUTPUT, ALU_FLAGS, A, B, ALU_OpCode, rstFlags, clk);
	output reg [13:0] ALU_OUTPUT;
	output reg [2:0] ALU_FLAGS;
	input [13:0] A, B;
	input [4:0] ALU_OpCode;
	input rstFlags, clk;
	reg [27:0] tempMult;
	reg [14:0] tempOver;
	always @(posedge clk or posedge rstFlags) begin
		if (rstFlags == 1'b1) begin  
			ALU_OUTPUT <= 14'd0;
			ALU_FLAGS <= 2'd0;
			tempMult <= 15'd0;
			tempOver <= 15'd0;
		end
		else case (ALU_OpCode)
			5'b00000: ALU_OUTPUT <= 14'b0;  
			5'b00001: ALU_OUTPUT <= 14'b0;  
			5'b00010: ALU_OUTPUT <= 14'b0;  
			5'b00011: begin  
					tempOver = A + B;
					if (tempOver[14] == 1'b1) ALU_FLAGS = 3'd3;  
					ALU_OUTPUT = tempOver[13:0];
			end
			5'b00100: begin  
					if (A < B) begin
						ALU_FLAGS = 3'd4;  
						ALU_OUTPUT = 14'b0;
					end
					else ALU_OUTPUT = A - B; 
			end
			5'b00101: begin  
					tempMult = A * B;
					if (tempMult > 14'd255) ALU_FLAGS = 3'd3;  
					ALU_OUTPUT = tempMult[13:0];
			end
			5'b00110: begin  
					if (B == 1'd0) begin
						ALU_FLAGS = 3'd5;  
						ALU_OUTPUT = A;
					end
					else ALU_OUTPUT = A / B; 
			end
			5'b00111: ALU_FLAGS <= (A < B) ? 3'd1:3'd2;  
			5'b01000: ALU_FLAGS <= (A > B) ? 3'd1:3'd2;  
			5'b01001: ALU_FLAGS <= (A <= B) ? 3'd1:3'd2;  
			5'b01010: ALU_FLAGS <= (A >= B) ? 3'd1:3'd2;  
			5'b01011: ALU_FLAGS <= (A == B) ? 3'd1:3'd2;  
			5'b01100: ALU_FLAGS <= (A != B) ? 3'd1:3'd2;  
			5'b01101: ALU_OUTPUT <= A & B;  
			5'b01110: ALU_OUTPUT <= A | B;  
			5'b01111: ALU_OUTPUT <= ~A;  
			5'b10000: ALU_OUTPUT <= A ^ B;  
			5'b10001: begin  
					tempOver = (~A) + 1; 
					if (tempOver[14] == 1'b1) ALU_FLAGS = 3'd3;  
					ALU_OUTPUT = tempOver[13:0];
			end
			5'b10010: ALU_OUTPUT <= A << B;  
			5'b10011: ALU_OUTPUT <= A >> B;  
			5'b10100: ALU_OUTPUT <= A << 1;  
			5'b10101: ALU_OUTPUT <= A >> 1;  
			5'b10110: ALU_OUTPUT <= A <<< 1;  
			5'b10111: ALU_OUTPUT <= A >>> 1;  
			5'b11000: ALU_OUTPUT <= {A[12:0], A[13]};  
			5'b11001: ALU_OUTPUT <= {A[0], A[13:1]};  
			5'b11010: ALU_OUTPUT <= 14'b0;  
			5'b11011: ALU_OUTPUT <= 14'b0;  
			5'b11100: begin 
					if((A % 2'd2)== 0) ALU_FLAGS = 3'd6;
					else ALU_FLAGS = 3'd7;
			end	
			5'b11101: ALU_OUTPUT <= A;  
			5'b11110: ALU_OUTPUT <= 14'b0;  
			5'b11111: ALU_OUTPUT <= 14'b0;  
			default: ALU_FLAGS <= 3'd0;
		endcase
	end
endmodule
==> flow/run.sh <==
#!/bin/bash
# OpenROAD 26Q1-2900-gdf79404cd8, Yosys 0.63+post, stock flow scripts
make -C /OpenROAD-flow-scripts/flow DESIGN_CONFIG=/design/flow/config.mk WORK_HOME=/design/flow/orfs finish
==> flow/config.mk <==
export PLATFORM = sky130hd
export DESIGN_NAME = ALU
export DESIGN_NICKNAME = ALU
export VERILOG_FILES = /design/flow/design.v
export SDC_FILE = /design/flow/constraint.sdc
export NUM_CORES = 4
export LEC_CHECK = 1
export CORE_UTILIZATION = 40
==> flow/constraint.sdc <==
current_design ALU

set clk_period 1.0
set clk_io_pct 0.2

create_clock -name clk0 -period $clk_period [get_ports {clk}]

set non_clock_inputs [all_inputs -no_clocks]
set_input_delay [expr $clk_period * $clk_io_pct] -clock clk0 $non_clock_inputs
set_output_delay [expr $clk_period * $clk_io_pct] -clock clk0 [all_outputs]
==> notes.md <==
The run has ended; figures from its reports follow.

The synthesis report lists the Yosys warning total as 1. The synthesis report names the predominant flop master as sky130_fd_sc_hd__dfrtp_1. The share of the cycle needed by the critical path after routing is 1993%.

In the Yosys stats the netlist draws on 94 distinct library cells. The worst supply voltage drop on vdd is 8100 uV. Among all stages on the critical path, the largest delay is contributed by sky130_fd_sc_hd__or4b_4. The share of synthesized registers carrying an async set or reset came out at 100.0%.

The max capacitance violation total came out at 0. The nature of the critical path endpoint is a flop. The number of DRC violations after detailed routing came out at 0.

The share of the synthesized area in the top cell type is 18.49%. In this run the tool buffered the top-level ports with 51 buffer cells. The power per cell area came out at 1945 nW/um2.

The gate count after technology mapping is 2191. The post-route cell area is 24720 um2. The worst-case max-slew headroom was logged as 52.77%. The fraction of power consumed by the clock network came out at 1.9%. The site row count is 73.

The critical path required time came out at 1.19 ns. Based on the critical path, the design can be clocked at up to 50.16 MHz. The type recorded for the worst min-delay path is in -> async. The die is 204.8 um wide.

Sequential elements use 2.587% of the synthesized area. The actual slew at the worst max-slew pin came out at 0.7084 ns. The worst flop-to-flop path startpoint is ALU_OUTPUT[0]$_DFFE_PP0N_. The routed wire length per instance is 23.29 um. The count of final max-slew check failures is 0. The I/O pin total is 52. The pin count of the biggest net entering global routing came out at 42. The standard cell core area came out at 40100 um2. The number of flip-flops and latches in the synthesized netlist came out at 17.

In the log, the iteration count for the first detailed-route pass is 6. The fill cell total of the finished layout came out at 3345. The most frequent cell after synthesis is sky130_fd_sc_hd__ha_1. A synthesized cell averages 7.507 um2. The antenna violation net count after detailed routing is 0. The analysis attributes to cell leakage a power of 11.86 nW.

The global route total overflow is 0. The power report lists cell-internal power as 0.02456 W. Buffers inserted during clock tree synthesis total 3. The number of failing setup endpoints in the final timing report came out at 18. The synthesis run shows the most used standard cells to be 243 x sky130_fd_sc_hd__ha_1, 228 x sky130_fd_sc_hd__nor2_1, 217 x sky130_fd_sc_hd__inv_1, 216 x sky130_fd_sc_hd__nand2_1, 143 x sky130_fd_sc_hd__fa_1. After layout, the worst setup slack is -18.94 ns. The flow ran to the end, but the final reports show violations. The total negative slack is -156.91 ns. The critical path is of the in -> reg type. The worst path in the final design needs a cycle of 19.94 ns, including I/O delays and setup. The data arrival time of the critical path came out at 20.13 ns. Registers are responsible for 1.8% of the overall power.

The worst setup path is launched from an input pin. The first global-routing pass estimated 116700 um of wire. In this run the number of H-tree levels came out at 1. The DRC marker count from the first detailed-route iteration came out at 1399. Summing over every cut layer, the via total after detailed routing is 19410.

For this run, the detailed router reports a per-instance via density of 5.718. Per the skew report, the later register of the worst-skew pair sees a clock latency of 0.25 ns. The clock tree from TritonCTS is built. The net switching fraction of the power is 48.91%. The share of the core filled by cells before placement is 41.02%. The y dimension of the die is 204.8 um. The cell type that accounts for the most area after synthesis is sky130_fd_sc_hd__ha_1. For reference, the critical path is launched at B[7]. The combinational share of power is 96.3%. The HPWL after detailed placement is 60680 um. Setup repair after global routing could not meet its margin everywhere.

The delay of the slowest cell on the worst path is 0.51 ns. Counting flops with a built-in enable in the synthesized netlist gives 0. Counting every sink on the clock net gives 17.

The overall chip area came out at 41930 um2. The overall global routing resource usage is 39.05%. The cell area after placement came out at 22510 um2. The number of global-route vias before repair came out at 19320. The clock arrives with 0 ns of skew.

CTS reports a maximum clock tree buffer depth of 2. The master cell of the clock root buffer is sky130_fd_sc_hd__clkbuf_16. The most numerous cell type found on the critical path is sky130_fd_sc_hd__ha_4. The number of warnings in the stage logs came out at 60.

In this run the cell area of the synthesized design comes to 16450 um2. The maximum fanout along the worst path is 7. In the post-route report, total wirelength is listed as 79070 um. The final reports fail on setup timing. The final weighted congestion in routability-driven placement came out at 1.058. The count of instantiated cells in the yosys netlist is 2191. The analysis attributes to net switching a power of 0.02351 W. The final tally of hold violations is 0. The area recorded from the Yosys report for this design is 16450 um2. The cell depth of the worst flop-to-flop path came out at 3. Per the final layout report, the fraction of cells sized above drive strength 1 comes to 38.17%. From synthesis to final layout, the design area changed by 50.27%. After clock tree synthesis, the clock-pin slew on the worst setup and hold paths is 0.08 ns. In the post-synthesis netlist, the biggest area contributors are sky130_fd_sc_hd__ha_1 18%, sky130_fd_sc_hd__fa_1 17%, sky130_fd_sc_hd__nor2_1 5.2%.

The initial antenna violation count came out at 1.
-- worst max-delay path, delay by kind of cell --
family                     cells  cell delay (ns)
and+or+nand+nor               24             4.58
adders and majority gates     13             3.00
AOI/OAI and AO/OA             52             9.38
muxes                          5             1.47
buffers and inverters         10             1.30
xor gates and xnor gates       1             0.14
-- through the flow --
step / instances / total power (W) / util, % / hold WS, ns / setup slack (ns)
global route: 3395 / 0.05218 / 61.64 / 0.2950 / -19.86
detailed placement: 3272 / 0.04301 / 56.14 / 0.4679 / -20.18
finish: 3395 / 0.04807 / 61.64 / 0.2714 / -18.94
CTS: 3366 / 0.04774 / 60.33 / 0.2869 / -18.64
floorplan: 2191 / 0.02587 / - / 0.1261 / -18.92
global placement: 3272 / 0.04266 / 56.14 / 0.4656 / -19.73
-- logic make-up after synthesis --
logic type	after synthesis	synth area share, %
flip-flops	17	2.587
multiplexers	68	5.150
adder cells (fa/ha/maj)	386	35.89
AND-OR/OR-AND	566	23.43
XOR/XNOR	77	4.100
AND/OR/NAND/NOR	726	20.79
buffers and inverters	351	8.049
-- final cells by class --
type	instances	area, um2	share of cell area [%]
Multi-Input combinational cell	1824	16320	66.04
Timing Repair Buffer	797	6364	25.75
Inverter	227	864.6	3.498
Tap cell	525	656.9	2.658
Sequential cell	17	425.4	1.721
Clock buffer	3	75.07	0.3038
Clock inverter	1	5.005	0.02025
Antenna cell	1	2.502	0.01013
-- state kept, by name, summed over array words and instances (netlist names) --
register    count
ALU_OUTPUT     14
ALU_FLAGS       3
-- routing by layer --
layer,routed length [um],GRT usage [%]
met3,8454,14.29
met5,96,1.786
met1,33090,52.35
met2,33680,57.90
met4,3758,14.29
-- worst paths after layout --
path / slack, ns / end
setup / recovery: -18.94 / ALU_OUTPUT[0]$_DFFE_PP0N_
hold / removal: 0.27 / ALU_OUTPUT[8]$_DFFE_PP0N_
setup reg to reg: 0.09 / ALU_OUTPUT[0]$_DFFE_PP0N_
hold reg to reg: 0.47 / ALU_OUTPUT[11]$_DFFE_PP0N_
max in group asynchronous: 0.59 / ALU_OUTPUT[10]$_DFFE_PP0N_
min in group clk0: 0.47 / ALU_OUTPUT[11]$_DFFE_PP0N_
-- timing repair --
action	4_1_cts	5_1_grt
cloned	4	0
endpoints found under the setup margin	34	19
gates resized	288	68
setup buffers	90	29
pin swaps	94	61
hold buffers	0	0
-- cell usage in the layout (no fill, tap or decap), types with 12 or more instances in the layout --
| cell | netlist | routed |
|---|---|---|
| sky130_fd_sc_hd__a211oi_1 | 23 | 15 |
| sky130_fd_sc_hd__a21o_1 | 26 | 25 |
| sky130_fd_sc_hd__a21oi_1 | 133 | 102 |
| sky130_fd_sc_hd__a21oi_2 | 1 | 25 |
| sky130_fd_sc_hd__a31oi_1 | 27 | 22 |
| sky130_fd_sc_hd__buf_2 | 5 | 23 |
| sky130_fd_sc_hd__buf_4 | 0 | 697 |
| sky130_fd_sc_hd__buf_6 | 0 | 33 |
| sky130_fd_sc_hd__clkdlybuf4s50_1 | 0 | 17 |
| sky130_fd_sc_hd__dfrtp_1 | 17 | 17 |
| sky130_fd_sc_hd__fa_1 | 143 | 141 |
| sky130_fd_sc_hd__ha_1 | 243 | 199 |
| sky130_fd_sc_hd__ha_4 | 0 | 36 |
| sky130_fd_sc_hd__inv_1 | 217 | 205 |
| sky130_fd_sc_hd__inv_2 | 3 | 14 |
| sky130_fd_sc_hd__mux2_2 | 27 | 21 |
| sky130_fd_sc_hd__mux2i_1 | 28 | 24 |
| sky130_fd_sc_hd__nand2_1 | 216 | 202 |
| sky130_fd_sc_hd__nand2b_1 | 17 | 17 |
| sky130_fd_sc_hd__nand3_1 | 46 | 38 |
| sky130_fd_sc_hd__nor2_1 | 228 | 215 |
| sky130_fd_sc_hd__nor2b_1 | 19 | 17 |
| sky130_fd_sc_hd__nor3_1 | 64 | 57 |
| sky130_fd_sc_hd__o211ai_1 | 29 | 29 |
| sky130_fd_sc_hd__o21a_1 | 33 | 30 |
| sky130_fd_sc_hd__o21ai_0 | 89 | 74 |
| sky130_fd_sc_hd__o21ai_1 | 25 | 24 |
| sky130_fd_sc_hd__o221ai_1 | 16 | 13 |
| sky130_fd_sc_hd__o31ai_1 | 16 | 12 |
| sky130_fd_sc_hd__or2_2 | 19 | 14 |
| sky130_fd_sc_hd__or3_1 | 34 | 28 |
| sky130_fd_sc_hd__xnor2_1 | 47 | 46 |
| sky130_fd_sc_hd__xor2_1 | 30 | 30 |
-- power groups by stage --
stage	clock network, W	registers [W]	logic, W
after global routing	0.000959	0.000907	0.0503
final	0.000906	0.000888	0.0463
after CTS	0.000917	0.000889	0.0459
Power and IR drop assume default switching activity.
